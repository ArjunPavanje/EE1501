`./constraint.sdc`:
```
current_design synchronousUpCounter

set clk_period 1.2
set clk_io_pct 0.2

create_clock -name clk0 -period $clk_period [get_ports {clk}]

set non_clock_inputs [all_inputs -no_clocks]
set_input_delay [expr $clk_period * $clk_io_pct] -clock clk0 $non_clock_inputs
set_output_delay [expr $clk_period * $clk_io_pct] -clock clk0 [all_outputs]
```
`./design.v`:
```
module synchronousUpCounter(
  input clk,
  input reset,
  input enable,
  output reg [3:0] out
);
  always @ (posedge clk or posedge reset) begin
    if (reset == 1)
      out <= 4'd0;
    else if (enable == 1) begin
      out[0] <= ~out[0];
      out[1] <= out[1] ^ out[0];
      out[2] <= out[2] ^ (out[0] & out[1]);
      out[3] <= out[3] ^ (out[0] & out[1] & out[2]);
    end
  end
endmodule
```
`./run.sh`:
```
#!/bin/bash
# OpenROAD 26Q1-2900-gdf79404cd8, Yosys 0.63+post, stock flow scripts
make -C /OpenROAD-flow-scripts/flow DESIGN_CONFIG=/design/flow/config.mk WORK_HOME=/design/flow/orfs finish
```
`./config.mk`:
```
export PLATFORM = sky130hd
export DESIGN_NAME = synchronousUpCounter
export DESIGN_NICKNAME = synchronousUpCounter
export VERILOG_FILES = /design/flow/design.v
export SDC_FILE = /design/flow/constraint.sdc
export NUM_CORES = 4
export LEC_CHECK = 1
export CORE_AREA = 10 10 70 70
export DIE_AREA = 0 0 80 80
```
==> metrics.cfg <==
[layout]
reg.largest.list=out (4)
drive_gt1_share_pct=50.00
final_area_um2=380.4
largest_register=out
syn2layout_area_growth_pct=120.3
largest_reg_flops=4
fillers=396

[place]
io_buffers=6
placed_area_um2=305.3
place_congestion=0.7123

[logic_synthesis]
ys_ff=4
avgSynthCellArea_um2=14.39
ys_cells=12
synth_cell_types=7
syn_inst=12
yosysWarnings=1
synth_seq_share_pct=57.97
yosys_area_um2=172.7
syn_area_um2=172.7

[detailed_routing]
drt_iter0_markers=15
wl_per_cell_um=6.444
drtPass1Iterations=2
ant_nets=0
routed_wl_um=464
drc=0
vias_per_cell=2.014
num_vias=145
n_antenna_cell=0

[global_route]
antenna_found_initial=0
grt_use_total_pct=1.739
overflow=0
grt_max_degree=5
grt_pass1_vias=155
grt_pass1_wl_um=779

[critical_path]
r2r_setup_slack_ns=-0.03
start_kind=flop
worstSetupEndpointType=flop
worstPathRequired_ns=1.32
crit-reg2reg-launch=out[1]
timing.rr.end=out[2]
worstSetupPathType=reg -> reg
reg2reg_depth=4
cp.arrival_ns=1.35
path_max_fanout=3

[sta]
period_needed_ns=1.234
setup_violations=1
worstMarginPinSlew_ns=0.1967
period_used_pct=102.9
finalClockSkew_ns=0.001467
setup-tns-final_ns=-0.03433
maxSlewViolCount=0
max_freq_mhz=810.2
timing.final.ws_setup_ns=-0.03433
hold_viol=0
rsz0062_at_grt=yes
relSlewSlack_pct=86.85

[power_and_ir_drop]
ir_worst_vdd_uv=347.9
leakage_nw=0.1545
power_density_nw_per_um2=2266

[die]
dieHeight_um=80
die_w_um=80
coreArea_um2=3416
die_area_um2=6400
initial_core_util_pct=5.055
ioPinCount=7
rows=21

[clock_network]
h-tree-depth=1
cts_tree=built
insertion_delay_ns=0.23
clock-root-buffer=clkbuf_4
clkSlewWorstSetupHoldPaths_ns=0.04
cts_buffers=3
clock-sinks=4
hold_buffers=0
clockBufferDepth=2

[flow_run]
maxCapViolCount=0
log.warning_count=27

[run_status]
status=finished with violations
violations=setup timing

[hold_path]
hold_class=in -> async

## cell families (layout without fill, tap and decap cells)
| family | count (synthesis) | in the layout | share of synthesized area (%) |
|---|---|---|---|
| buffers and inverters | 1 | 15 | 2.172 |
| AND/OR/NAND/NOR | 1 | 1 | 2.172 |
| flip-flops | 4 | 4 | 57.97 |
| multiplexers | 2 | 2 | 13.04 |
| adder cells (fa/ha/maj) | 2 | 2 | 14.49 |
| XOR/XNOR | 2 | 2 | 10.15 |
## final cells by class
type	count	area, µm²	area share [%]
repair buffers	11	97.59	25.66
flip-flops and latches	4	101.3	26.64
multi-input cells	7	97.59	25.66
inverters	1	3.754	0.9868
clock buffers	3	22.52	5.921
well taps	46	57.56	15.13
## layout by cell type (no fill, tap or decap)
cell type,n
buf_4,4
buf_6,1
clkbuf_4,3
clkdlybuf4s15_1,1
clkdlybuf4s50_1,2
dfrtp_1,3
dfrtp_2,1
dlygate4sd2_1,3
ha_4,2
inv_1,1
mux2_2,1
mux2_4,1
nand2_1,1
xnor2_1,1
xor2_1,1
## worst max path at each step
| stage | start | to | slack (ns) | cells past startpoint |
|---|---|---|---|---|
| CTS | out[1] | out[2] | -0.06 | 4 |
| global route | out[1] | out[2] | -0.06 | 4 |
| finish | out[1] | out[2] | -0.03 | 4 |
## worst max-delay path, cell delays in order, from the launching register on
cell	delay (ns)
dfrtp_1	0.40
buf_6	0.13
ha_4	0.15
ha_4	0.20
mux2_4	0.24
## cell usage after synthesis, drive strengths merged
cell type / count / share of area, %
xor2: 1 / 5.1
mux2: 2 / 13
dfrtp: 4 / 58
ha: 2 / 14
nand2: 1 / 2.2
xnor2: 1 / 5.1
inv: 1 / 2.2
## stage by stage
step,total power [W],instances,hold WS [ns],setup WS [ns],util [%]
finish,0.0008618,72,0.1991,-0.03433,11.14
global route,0.0009362,72,0.2333,-0.05988,11.14
CTS,0.0008703,72,0.1918,-0.05643,11.06
detailed placement,0.0005681,66,0.4358,-0.06060,8.938
global placement,0.0005580,66,0.4326,-0.03215,8.938
floorplan,0.0003537,12,0.006082,0.01360,-
## where the power goes
| part | switching, W | internal (W) | leakage (nW) |
|---|---|---|---|
| Clock | 0.0000542 | 0.000112 | 0.0138 |
| Combinational | 0.000124 | 0.000303 | 0.0947 |
| Sequential | 0.0000572 | 0.000211 | 0.0460 |
## routing by layer
| metal | track usage [%] | part of all wire [%] |
|---|---|---|
| met5 | 0 | 0 |
| met1 | 1.802 | 47 |
| met2 | 1.364 | 20 |
| met3 | 3.295 | 32 |
| met4 | 0.3521 | 1.7 |
## repair_timing
action / 4_1_cts / 5_1_grt
resized: 9 / 2
setup endpoints to repair: 5 / 2
buffers inserted: 3 / 0
pin swaps: 1 / 1
hold endpoints to repair: 0 / 0
No activity file was given, so power comes from the tool's default toggle rates.
