==> ./design.v <==
module bitadder(
  input [7:0] a,
  input [7:0] b,
  input carry_in,
  output reg [7:0] sum,
  output reg carry_out
);
reg carry;
integer i;
always @(*) begin
  carry = carry_in;
  for (i = 0; i < 8; i = i + 1) begin
    sum[i] = a[i] ^ b[i] ^ carry;
    carry = (a[i] & b[i]) | (a[i] & carry) | (b[i] & carry);
  end
  carry_out = carry;
end
endmodule
module tb_adder;
reg[7:0] a, b;
reg carry_in;
wire [7:0] sum;
wire carry_out;
bitadder uut(
  .a(a),
  .b(b),
  .carry_in(carry_in),
  .sum(sum),
  .carry_out(carry_out)
);
initial begin
  $dumpfile("8bitadder.vcd");
  $dumpvars(0, tb_adder);
  $display("Test Cases");
  a = 8'b01101101; b = 8'b10110010; carry_in = 0;
  $monitor("%0t. %b  %b (%b)  %b (%b)",  $time, a, b, carry_in, sum, carry_out);
  #10
  a = 8'b11010110; b = 8'b01010101; carry_in = 0;
  #10
  a = 8'b11111111; b = 8'b00000001; carry_in = 0;
  #10
  a = 8'b10011001; b = 8'b01101100; carry_in = 1;
  #10
  a = 8'b01010101; b = 8'b11101010; carry_in = 1;
end
endmodule
==> ./run.sh <==
#!/bin/bash
# OpenROAD 26Q1-2900-gdf79404cd8, Yosys 0.63+post, stock flow scripts
make -C /OpenROAD-flow-scripts/flow DESIGN_CONFIG=/design/flow/config.mk WORK_HOME=/design/flow/orfs finish
==> ./config.mk <==
export PLATFORM = sky130hd
export DESIGN_NAME = bitadder
export DESIGN_NICKNAME = bitadder
export VERILOG_FILES = /design/flow/design.v
export SDC_FILE = /design/flow/constraint.sdc
export NUM_CORES = 4
export LEC_CHECK = 1
export CORE_AREA = 10 10 70 70
export DIE_AREA = 0 0 80 80
==> ./constraint.sdc <==
current_design bitadder

set clk_period 3.7
set clk_io_pct 0.2

create_clock -name clk0 -period $clk_period

set non_clock_inputs [all_inputs -no_clocks]
set_input_delay [expr $clk_period * $clk_io_pct] -clock clk0 $non_clock_inputs
set_output_delay [expr $clk_period * $clk_io_pct] -clock clk0 [all_outputs]
==> flow report <==
===========================================================================================
Status                                                                         finished, violations left
Failing checks                                                                 setup timing
Count of antenna-violating nets left after detailed routing                               0
Proportion of synthesized area in mux cells                                              0%
Final total power                                                              0.00007087 W
Synth-to-layout area growth                                                          173.4%
Area fraction in full adders, half adders and majority gates                         81.01%
Leakage power                                                                     0.2151 nW
Die area                                                                           6400 µm²
First-pass GRT wire length                                                          1152 µm
Total detailed-routing wirelength                                                    755 µm
Final weighted congestion in routability-driven placement                            0.8390
Internal Pwr Total                                                             0.00004838 W
Count of pins over their slew limit                                                       0
Timing startpoint of the critical path                                                 a[0]
Register area share after synthesis                                                      0%
Count of mapped cells out of synthesis                                                   18
Area share of and/or/nand/nor cells after synthesis                                      0%
Placed cells                                                                             90
Class of the tightest hold or removal check                                       in -> out
Relative slew slack                                                                  93.31%
Core Area                                                                          3416 µm²
Crit path arrival time                                                              3.80 ns
Number of maximum-capacitance violations                                                  0
Share of power burned in the clock network                                               0%
Type of the worst setup path                                                      in -> out
I/O Buffers                                                                              26
Die height                                                                            80 µm
Summed negative setup slack over all endpoints                                    -2.071 ns
Sw Ratio                                                                             31.73%
Final critical-path required period                                                4.543 ns
Initial antenna violation count                                                           0
Category of the worst setup path launch point                                  primary input
Setup repair after global routing missed its margin                                     yes
Half-perimeter wire length of the detailed placement result                        756.1 µm
Data required time of the worst path                                                2.96 ns
Number of OpenROAD warnings                                                              35
Number of non-filler instances in the completed layout                                   90
Number of design-rule violations left by the first detailed-router iteration              0
Count of filler cells inserted in the layout                                            400
Count of instantiated cells in the yosys netlist                                         18
GRT Util Overall                                                                     2.236%
Transition time of the tightest slew-check pin                                   0.09998 ns
Kind of end point of the critical path                                          output port
Ratio of total power to cell area                                              131.1 nW/µm²
Via-per-instance ratio                                                                2.344
Sequential Power Share                                                                   0%
Endpoints failing hold                                                                    0
Flops                                                                                     0
Chip area from the yosys synthesis statistics                                     197.7 µm²
Multi-input gate area in the final layout                                         180.2 µm²
Comb area leader                                                                adder cells
Logic pwr share                                                                      100.0%
Post-synthesis share of cell area spent on and-or and or-and gates                       0%
Cell taking the most area after synthesis                                      sky130_fd_sc_hd__fa_1
Warnings from Yosys                                                                       1
Final antenna diode count                                                                 0
Area of all sequential standard cells                                                 0 µm²
Count of vias placed by the detailed router                                             211
Worst setup path end                                                                 sum[7]
Final critical-path setup slack                                                  -0.8432 ns
Highest Clock Rate                                                               0.2201 GHz
Top cell type by instance count after synthesis                                sky130_fd_sc_hd__inv_1
Die X-Extent                                                                          80 µm
Post-CTS Setup Bufs                                                                       0
Placement-stage cell area                                                         550.5 µm²
Share of post-route cells with drive strength above 1                                47.73%
Post-Synthesis Mean Instance Area                                                 10.98 µm²
Global route overflow                                                                     0
Summed area of non-filler cells in the final layout                               540.5 µm²
Critical Path Fanout Max                                                                  1
CTS hold repair buffers                                                                   0
Post-DR wirelength/cell                                                            8.389 µm
Hold path start                                                                        b[0]
Count of different cell masters after synthesis                                           2
Maximum vdd drop                                                                 0.04780 mV
Setup violations, final                                                                   4
Floorplan-stage core utilization                                                     5.788%
DRC errors left                                                                           0
Net switching power figure                                                     0.00002248 W
Top area cell types                                                            sky130_fd_sc_hd__fa_1 81%, sky130_fd_sc_hd__inv_1 19%
Share of the synthesized netlist area taken by xor and xnor gates                        0%
Cell row count                                                                           21
Final worst path period share                                                        122.8%
CLK BUF                                                                                   0
I/O pin count                                                                            26
Maximum number of pins on one net before global-route repair                              2
Most instantiated cells after synthesis                                        10 x sky130_fd_sc_hd__inv_1, 8 x sky130_fd_sc_hd__fa_1
Mapped Area                                                                       197.7 µm²
DR pass1 iterations                                                                       1
Area share, top type                                                                 81.01%
Vias in the first global route                                                          232
===========================================================================================
## power by group through the flow
stage         Sequential [W]  Clock, W  Combinational [W]
CTS                        0         0          0.0000736
global route               0         0          0.0000816
finish                     0         0          0.0000709
## stage by stage
step	utilization [%]	worst slack (ns)	hold WS, ns
after global placement	16.12	-1.702	2.544
after detailed placement	16.12	-1.709	2.538
final	15.82	-0.8432	2.217
after global routing	15.82	-0.9426	2.243
after floorplan	-	-0.5490	1.628
after CTS	15.75	-0.9885	2.224
## layout make-up
type,count,share of cell area [%]
Inverter,10,10.65
Multi-Input combinational cell,8,33.33
Tap cell,46,10.65
Timing Repair Buffer,26,45.37
## cell families (layout without fill, tap and decap cells)
family	Yosys count	in the layout
fa+ha+maj	8	8
buf+inv	10	36
## layer usage
metal	up-vias	track usage, %	routed length, µm	share of wire [%]
met2	25	2.327	191	25
met5	-	0	0	0
met4	0	0	0	0
met3	0	1.591	166	22
met1	90	3.581	397	53
li1	96	-	-	-
## worst min-delay path by stage
stage / end / slack (ns) / cells after the start
final: sum[0] / 2.22 / 5
after global routing: sum[0] / 2.24 / 5
after CTS: sum[0] / 2.22 / 5
## timing repair
| action | in CTS | in global routing |
|---|---|---|
| pin swaps | 8 | 4 |
| gates resized | 36 | 2 |
| endpoints found under the setup margin | 6 | 5 |
| cloned | 0 | 0 |
## placed cells by master (no fill, tap or decap), drive strengths merged
cell type	count
clkdlybuf4s15	1
buf	7
dlygate4sd2	2
clkdlybuf4s50	16
inv	10
fa	8
## worst max-delay path, stage by stage
cell	delay, ns
sky130_fd_sc_hd__buf_8	0.11
sky130_fd_sc_hd__inv_12	0.04
sky130_fd_sc_hd__fa_2	0.18
sky130_fd_sc_hd__inv_2	0.04
sky130_fd_sc_hd__fa_2	0.35
sky130_fd_sc_hd__fa_2	0.34
sky130_fd_sc_hd__fa_2	0.35
sky130_fd_sc_hd__fa_2	0.34
sky130_fd_sc_hd__fa_2	0.34
sky130_fd_sc_hd__fa_2	0.34
sky130_fd_sc_hd__inv_2	0.07
sky130_fd_sc_hd__fa_2	0.42
sky130_fd_sc_hd__inv_1	0.06
sky130_fd_sc_hd__buf_2	0.08
Power is estimated from default activity; no workload was simulated.
